**flow/run.sh**
```bash
#!/bin/bash
# OpenROAD 26Q1-2900-gdf79404cd8, Yosys 0.63+post, stock flow scripts
make -C /OpenROAD-flow-scripts/flow DESIGN_CONFIG=/design/flow/config.mk WORK_HOME=/design/flow/orfs finish
```
**flow/config.mk**
```make
export PLATFORM = sky130hd
export DESIGN_NAME = vr_debounce
export DESIGN_NICKNAME = vr_debounce
export VERILOG_FILES = /design/flow/design.v
export SDC_FILE = /design/flow/constraint.sdc
export NUM_CORES = 4
export LEC_CHECK = 1
export CORE_UTILIZATION = 30
```
**flow/constraint.sdc**
```tcl
current_design vr_debounce

set clk_period 2.5
set clk_io_pct 0.2

create_clock -name clk0 -period $clk_period [get_ports {Sys_clk}]

set non_clock_inputs [all_inputs -no_clocks]
set_input_delay [expr $clk_period * $clk_io_pct] -clock clk0 $non_clock_inputs
set_output_delay [expr $clk_period * $clk_io_pct] -clock clk0 [all_outputs]
```
**flow/design.v**
```verilog
module debouce(	
						input Sys_clk,
						input Sys_reset,
						input Pin_in,
						output Pin_out
					);
wire H2L_Sig;
wire L2H_Sig;
detect	detect_inst(
							.Sys_clk(Sys_clk),	 
							.Sys_reset(Sys_reset),
							.Pin_in(Pin_in),
							.H2L_Sig(H2L_Sig),
							.L2H_Sig(L2H_Sig)
						);
delay		delay_inst(
						.Sys_clk(Sys_clk), 
						.H2L_sig(H2L_Sig),
						.L2H_sig(L2H_Sig),
						.Sys_reset(Sys_reset),
						.Pin_out(Pin_out)
					);
endmodule
module delay(
						input Sys_clk, 
						input H2L_sig,
						input L2H_sig,
						input Sys_reset,
						output Pin_out
					);
parameter T1ms =14 'd12048; 
reg [13:0] cnt_1;
reg cnt_En;
always @ (posedge Sys_clk or negedge Sys_reset)
	if(!Sys_reset)
		cnt_1 <= 14'd0;
	else if(cnt_1 == T1ms  && cnt_En) 
				cnt_1 <= 14'd0;
	else if(cnt_En)
			cnt_1 <= cnt_1+1'b1;
	else if(!cnt_En)
			cnt_1 <= 1'd0;
reg [3:0] count_ms;
always @ (posedge Sys_clk or negedge Sys_reset)
	if(!Sys_reset)
		begin
			count_ms <= 4'd0;
		end 
	else if (cnt_En && cnt_1 ==T1ms)
				count_ms <= count_ms +1'b1;
	else if(!cnt_En)
			count_ms <= 1'b0;
reg Pin_out_r;
reg [1:0] i;
always @ (posedge Sys_clk or negedge Sys_reset)
	if(!Sys_reset)
		begin
			i <= 2'd0;
			Pin_out_r <= 1'b0;
			cnt_En <= 1'b0;
		end
	else case(i)
				2'd0: 
					if(H2L_sig)
						begin
							i <= 2'd1;
						end 
					else if(L2H_sig)
							i <= 2'd2;
					2'd1:
						if(count_ms ==4'd15)
							begin
								cnt_En <= 1'b0;
								Pin_out_r <= 1'b1;
								i <= 2'd0;
							end 
						else cnt_En <= 1'b1;
					2'd2:
						if(count_ms ==4'd15)
							begin
								cnt_En <= 1'b0;
								Pin_out_r <= 1'b0;
								i <= 2'd0;
							end 
						else cnt_En <= 1'b1;
			endcase
assign Pin_out = Pin_out_r;
endmodule
module detect(
							input Sys_clk,	 
							input Sys_reset,
							input Pin_in,
							output H2L_Sig,
							output L2H_Sig
						);
	parameter T100us = 11'd1208; 
	reg H2L_Sig_r0;
	reg H2L_Sig_r1;
	reg L2H_Sig_r0;
	reg L2H_Sig_r1;
	reg [10:0] cnt1;
	reg isEn;
	always @(posedge Sys_clk or negedge Sys_reset)
		if(!Sys_reset)
			begin
				isEn <= 1'b0;
				cnt1 <= 11'd0;
			end
		else if(cnt1 == T100us)
				isEn <= 1'b1;
		else
			cnt1 <= cnt1 + 1'b1;
always @ (posedge Sys_clk or negedge Sys_reset)
	if(!Sys_reset)
		begin
			{H2L_Sig_r0,H2L_Sig_r1} <= 2'b11;
			{L2H_Sig_r0,L2H_Sig_r1} <= 2'b00;
		end 
	else 
		begin
			{H2L_Sig_r0,H2L_Sig_r1} <= {Pin_in,H2L_Sig_r0};
			{L2H_Sig_r0,L2H_Sig_r1} <= {Pin_in,L2H_Sig_r0};
		end
assign H2L_Sig =isEn ?( !H2L_Sig_r0 & H2L_Sig_r1) : 1'b0;
assign L2H_Sig =isEn ?( L2H_Sig_r0 & !L2H_Sig_r1) : 1'b0;
endmodule
module vir_key_module (
							input sclk,
							input rst_n,
							input In_Sig,
							output Q_Sig
						);
	reg F1;
	reg F2;
	always @ ( posedge sclk or negedge rst_n )
		if(!rst_n)
			begin
				{F1,F2} <= 2'b11;
			end
		else
			{F1,F2} <= {In_Sig,F1};
	parameter T8ms = 18'd160000;
	reg [17:0] Count_8ms;
	reg isCount;
	always @ ( posedge sclk or negedge rst_n )
		if(!rst_n)
			begin
				Count_8ms <= 18'd0;
			end
		else if( Count_8ms == T8ms && isCount )
			Count_8ms <= 18'd0;
		else if(isCount)
			Count_8ms <= Count_8ms +1'b1;
		else if( !isCount )
			Count_8ms <= 18'd0;
reg [3:0] i;
reg isBounce;
always @ ( posedge sclk or negedge rst_n )
	if(!rst_n)
		begin
			i <= 4'd0;
			isBounce <= 1'b1;
			isCount <= 1'b0;
		end
	else 
		case(i)
			0:
				if( F1!= F2 )
					i <= i +1'b1;
			1,2,3:
				if(Count_8ms == T8ms )
					begin
						isCount <= 1'b0;
						isBounce <= 1'b0;
						i <= 4'd8;
					end
				else
					begin
						isCount <= 1'b1;
						isBounce <= 1'b0;
						i <= i + 1'b1 ;
					end
			4,5,6:
				if(Count_8ms == T8ms )
					begin
						isCount <= 1'b0;
						isBounce <= 1'b0;
						i <= 4'd8;
					end
				else
					begin
						isCount <= 1'b1;
						isBounce <= 1'b1;
						i <= i + 1'b1 ;
					end	
			7:
				if(Count_8ms == T8ms )
						begin
							i <= i +1'b1;
							isCount <= 1'b0;
							isBounce <= 1'b0;
						end
				else i <=4'b1;
			8:
				if( F1!= F2 )
					i <= i +1'b1;
			9,10,11:
				if(Count_8ms == T8ms )
					begin
						isCount <= 1'b0;
						isBounce <= 1'b1;
						i <= 4'd0;
					end
				else
					begin
						isCount <= 1'b1;
						isBounce <= 1'b1;
						i <= i + 1'b1 ;
					end	
			12,13,14:
				if(Count_8ms == T8ms )
					begin
						isCount <= 1'b0;
						isBounce <= 1'b1;
						i <= 4'd0;
					end
				else
					begin
						isCount <= 1'b1;
						isBounce <= 1'b0;
						i <= i + 1'b1 ;
					end	
			15:
				if(Count_8ms == T8ms )
					begin
						isCount <= 1'b0;
						isBounce <= 1'b0;
						i <= 4'd0;
					end
				else
					i <= 4'd9;
		endcase
	assign Q_Sig = isBounce;
	endmodule
module vr_debounce(
							input Sys_clk,
							input Sys_reset,
							input Pin_in,
							output Pin_out
						);
wire Q_Sig;					
	vir_key_module U1 (
							.sclk(Sys_clk),
							.rst_n(Sys_reset),
							.In_Sig(Pin_in),
							.Q_Sig(Q_Sig)
						);
 debouce    U2(	
						.Sys_clk(Sys_clk),
						.Sys_reset(Sys_reset),
						.Pin_in(Q_Sig),
						.Pin_out(Pin_out)
					);
endmodule
```
==> impl_metrics.tcl <==
# yosys + openroad results
set metrics [dict create \
    status "finished clean" \
    ant_nets 0 \
    tns_ns 0 \
    globalplace.congestion 0.817 \
    dr.pass1.iters 4 \
    yosys-stat-cells 329 \
    placed_cells 464 \
    grt_pass1_wl_um 9930 \
    dpl_worst_slack_ns 0.382 \
    antenna_cells 0 \
    cpMaxStageDelayCell "o22ai_1" \
    clk_latency_ns 0.34 \
    min_period_over_period_pct 87.1 \
    clock_path_buffers 2 \
    setup_viol 0 \
    crit_path_start_kind "flip-flop" \
    power_density_mw_per_mm2 839 \
    grt_setup_unrepaired "no" \
    fp.dieH_um 106 \
    period_needed_ns 2.18 \
    topCellsByArea "dfrtp_1, xor2_1, nor2_1" \
    drive_above_1_share_pct 9.01 \
    worstPathRequired_ns 2.76 \
    grt_pass1_vias 2178 \
    crit_top_cell "o211ai_1" \
    ys_chip_area_mm2 0.00326 \
    worst-path-buf-inv 1 \
    drv_cap 0 \
    chipArea_mm2 0.0113 \
    grt_max_degree 38 \
    place_hpwl_um 3710 \
    cts_resized 0 \
    fin_cells 480 \
    finalHoldViolations 0 \
    drc 0 \
    fp_util_pct 31.3 \
    worst_pin_slew_ns 0.693 \
    top_area_cell "dfrtp_1" \
    arrival_ns 2.44 \
    wl_um 5530 \
    endpoint_kind "flip-flop" \
    cts_buffers 9 \
    ys_warn_count 3 \
    warning_count 31 \
    antenna_found_initial 0 \
    die_x_um 106 \
    numSynthFlops 65 \
    syn_to_final_growth_pct 12.1 \
    clock-sinks 65 \
    p_leak_nw 1.57 \
    most-common-layout-cells "dfrtp_1, nor2_1, nand2_1, nand3_1, xor2_1" \
    yosysTopAreaCellShare_pct 45.3 \
    track_usage_pct 11.0 \
    crit_type "reg2reg" \
    clk_pin_slew_ns 0.08 \
    cpPeakStageDelay_ns 0.50 \
    syn_area_per_cell_um2 9.90 \
    synth_area_mm2 0.00326 \
    viasPerCell 4.74 \
    finalMaxSlewViolations 0 \
    wl_per_cell_um 11.5 \
    drtIter0Drc 145 \
    htreeDepth 3 \
    maxSlewHeadroom_pct 53.8 \
    ir_drop_uv 288 \
    core_area_mm2 0.0104 \
    portBuffers 3 \
    p_total_mw 3.06 \
    vias 2275 \
    synth_seq_share_pct 50.2 \
    ys.flop_type "dfrtp_1" \
    grt-ovfl-total 0 \
    path_cells "inv_1, ha_1, or3_1, o22ai_1, nand2b_1, o211ai_1, o211ai_1" \
    cts_tree "done" \
    cts_root_buf "clkbuf_8" \
    cts-hold-fix-buffers 0 \
    synthDistinctLibCells 45 \
    hold_path.class "in2async" \
    finalWorstSetupSlack_ns 0.322 \
    post_cts_buffers 0 \
    edf_count 0 \
    cp_max_fo 9 \
    syn_inst 329 \
    fmax_mhz 459 \
    num_io_pins 4 \
    cp_top_family "AND-OR/OR-AND gates" \
    ys_async_sr_fraction_pct 100 \
    rows 37 \
    clock_skew_ns 0.0129 \
    mostFrequentLayoutCell "dfrtp_1" \
]
-- cell usage after synthesis, types with 3 or more instances --
library cell	n
and3_1	10
nor3_1	5
or3_1	3
mux2i_1	3
nor2_1	45
and2_1	3
ha_1	11
o211ai_1	3
clkbuf_1	6
a21oi_1	8
nand2b_1	6
nand2_1	26
dfstp_2	6
dfrtp_1	59
o22ai_1	3
xnor2_1	15
nand4_1	7
xor2_1	25
inv_1	13
nand3_1	26
o21ai_0	12
o32ai_1	3
nor2b_1	4
-- flip-flops by register name, indices dropped and copies added (netlist names), 3 cells and up --
signal                  flops
U1.Count_8ms               18
U1.i                        4
U2.delay_inst.cnt_1        14
U2.delay_inst.count_ms      4
U2.delay_inst.i             3
U2.detect_inst.cnt1        11
-- metrics by stage --
stage / hold WS [ns] / utilization, % / cell area, um2
finish: 0.194 / 35.1 / 3650
global route: 0.224 / 35.1 / 3650
CTS: 0.201 / 35.1 / 3650
detailed placement: 0.358 / 33.2 / 3460
global placement: 0.354 / 33.2 / 3460
floorplan: 0.204 / - / 3260
-- cells by family (layout without fill, tap and decap cells) --
logic type	count (synthesis)	in the layout	synth area share, %
buffers and inverters	21	36	2.50
adder cells (fa/ha/maj)	11	11	4.22
multiplexers	4	4	1.27
flip-flops	65	65	50.2
AND-OR/OR-AND	38	38	7.45
XOR/XNOR	40	40	10.8
AND/OR/NAND/NOR	150	150	23.7
-- per-layer routing --
metal  GRT usage [%]  part of all wire, %
met1            16.8                   52
met2            16.3                   43
met3            3.31                  3.8
met5               0                    0
met4            1.29                  1.3
-- cell type report --
| type | count | area, um2 |
|---|---|---|
| Inverter | 13 | 48.8 |
| Clock inverter | 6 | 60.1 |
| Clock buffer | 10 | 128 |
| Timing Repair Buffer | 7 | 67.6 |
| Tap cell | 136 | 170 |
| Fill cell | 1021 | 6770 |
| Sequential cell | 65 | 1630 |
| Multi-Input combinational cell | 243 | 1540 |
-- where the power goes --
group          leakage [nW]  switching, mW  internal (mW)
combinational         0.627          0.453          0.354
sequential            0.846          0.186           1.21
clock                0.0920          0.399          0.455
-- path summary, 6_finish.rpt --
check                                          start                         to  slack, ns  depth (start not counted)
max                                          U1.i[0]                    U1.i[3]       0.32                          7
min                                        Sys_reset     U2.delay_inst.cnt_1[2]       0.19                          1
min in group clk0          U2.detect_inst.H2L_Sig_r0  U2.detect_inst.H2L_Sig_r1       0.36                          0
max in group asynchronous                  Sys_reset            U1.Count_8ms[7]       1.67                          2
max reg2reg                                  U1.i[0]                    U1.i[3]       0.32                          7
min reg2reg                U2.detect_inst.H2L_Sig_r0  U2.detect_inst.H2L_Sig_r1       0.36                          0
Power figures rest on the tool's default switching activity, not on a simulated workload.
